File: /design/flow/config.mk
export PLATFORM = sky130hd
export DESIGN_NAME = DE0_NANO_V2
export DESIGN_NICKNAME = DE0_NANO_V2
export VERILOG_FILES = /design/flow/design.v
export SDC_FILE = /design/flow/constraint.sdc
export NUM_CORES = 4
export LEC_CHECK = 1
export CORE_UTILIZATION = 50
File: /design/flow/constraint.sdc
current_design DE0_NANO_V2

set clk_period 2.8
set clk_io_pct 0.2

create_clock -name clk0 -period $clk_period [get_ports {CLOCK_50}]

set non_clock_inputs [all_inputs -no_clocks]
set_input_delay [expr $clk_period * $clk_io_pct] -clock clk0 $non_clock_inputs
set_output_delay [expr $clk_period * $clk_io_pct] -clock clk0 [all_outputs]
File: /design/flow/design.v
module spi_slave(
	input	 logic			SPI_CLK,
								SPI_CS,
								SPI_MOSI,
	output logic			SPI_MISO,
	input logic [31:0]	ToSend,
	output logic [7:0]	Query,
	output logic			Ready,
	output logic [3:0]	DataAddr,
	output logic [31:0]	Data,
	output logic			Data_WE,
	input  logic			clk);
	logic SPI_CLK_sync;
	logic SPI_CS_sync;
	always_ff @(posedge clk) begin
		SPI_CLK_sync <= SPI_CLK;
		SPI_CS_sync  <= SPI_CS;
	end
	logic [39:0]		SPI_reg;
	assign Query 		= SPI_reg[7:0];
	assign Data 		= SPI_reg[31:0];
	assign DataAddr 	= SPI_reg[35:32];
	typedef enum logic [1:0] {S0,S1,S2,S3} statetype;
	statetype state, nextstate;
	logic [5:0]	SPI_cnt;
	logic			SPI_cnt_reset, SPI_cnt_inc;
	logic			SPI_reg_reset, SPI_reg_shift, SPI_reg_load;
	logic 		MISO_we, MISO_reset;
	always_ff @(posedge clk) begin
		if (SPI_CS_sync)			state <= S0;
		else							state <= nextstate;
		if (SPI_cnt_reset)		SPI_cnt <= 6'd0;
		else if (SPI_cnt_inc)	SPI_cnt <= SPI_cnt + 6'd1;
		if (SPI_reg_reset)		SPI_reg <= 40'd0;
		else if (SPI_reg_shift) SPI_reg <= {SPI_reg[38:0], SPI_MOSI};
		else if (SPI_reg_load)  SPI_reg <= {ToSend, SPI_reg[7:0]};
		if (MISO_reset)			SPI_MISO <= 0;
		else if (SPI_reg_load)	SPI_MISO <= ToSend[31];
		else if (MISO_we)		SPI_MISO <= SPI_reg[39];
	end
	always_comb begin
		nextstate = state;
		SPI_cnt_reset = 0; SPI_cnt_inc = 0;
		SPI_reg_reset = 0; SPI_reg_shift = 0; SPI_reg_load = 0;
		MISO_we = 0; MISO_reset = 0;
		Data_WE = 0;
		Ready = 0;
		case (state)
			S0: if (~SPI_CS_sync) begin
					SPI_cnt_reset = 1;
					SPI_reg_reset = 1;
					MISO_reset = 1;
					nextstate = S1;
				end
			S1: if (SPI_CLK_sync) begin
					SPI_reg_shift = 1;
					SPI_cnt_inc = 1;
					nextstate = S2;
				end
			S2: if (~SPI_CLK_sync) begin
					MISO_we = 1;
					if (SPI_cnt == 8) begin
						SPI_reg_load = 1;
						Ready = 1;
					end
					if (SPI_cnt == 40) begin
						if (SPI_reg[39] == 1) Data_WE = 1;
						nextstate = S3;
					end
					else nextstate = S1;
				end
			S3: if (SPI_CS_sync) nextstate = S0;
		endcase
	end
endmodule
module EncoderSpeed (
    input logic CLOCK_50,
    input logic reset,
    input logic encoder_a,
    input logic encoder_b,                                                    
    output logic signed [15:0] speed
);
    int TIMER_MAX = 500000;
    logic signed [15:0] tick_count;
    logic [31:0] timer;
    logic actual_A, actual_B, previous_A, previous_B;
    always_ff @(posedge CLOCK_50 or posedge reset) begin
        if (reset) begin
            tick_count <= 0;
            timer <= 0;
            speed <= 0;
        end else begin
            timer <= timer + 1;
            previous_A <= actual_A;
            previous_B <= actual_B;
            actual_A <= encoder_a;
            actual_B <= encoder_b;
            case ({previous_A, previous_B, actual_A, actual_B})
                4'b00_01, 4'b01_11, 4'b11_10, 4'b10_00: tick_count <= tick_count + 1;  
                4'b00_10, 4'b10_11, 4'b11_01, 4'b01_00: tick_count <= tick_count - 1;  
                default: tick_count <= tick_count;
            endcase
            if (timer >= TIMER_MAX) begin
                speed <= tick_count;  
                tick_count <= 0;
                timer <= 0;
            end
        end
    end
endmodule
module Odometer (
    input logic CLOCK_50,
    input logic reset,
    input logic encoder_a,
    input logic encoder_b,
    output logic signed [31:0] tick_count  
);
    logic actual_A, actual_B, previous_A, previous_B;
    always_ff @(posedge CLOCK_50 or posedge reset) begin
        if (reset) begin
            tick_count <= 0;
        end else begin
            case ({previous_A, previous_B, actual_A, actual_B})
                4'b00_01, 4'b01_11, 4'b11_10, 4'b10_00: tick_count <= tick_count - 1;  
                4'b00_10, 4'b10_11, 4'b11_01, 4'b01_00: tick_count <= tick_count + 1;  
                default: tick_count <= tick_count;
            endcase
            previous_A <= actual_A;
            previous_B <= actual_B;
            actual_A <= encoder_a;
            actual_B <= encoder_b;
        end
    end
endmodule
module DE0_NANO_V2(
	input 		          		CLOCK_50,
	output		     [7:0]		LED,
	input 		     [1:0]		KEY,
	output		          		EPCS_ASDO,
	input 		          		EPCS_DATA0,
	output		          		EPCS_DCLK,
	output		          		EPCS_NCSO,
	inout 		    [33:0]		GPIO,
	input 		     [1:0]		GPIO_IN
);
logic 			SPI_CE, SPI_CLK, SPI_MOSI, SPI_MISO, SPI_Ready;
logic [31:0]	SPI_To_Send;
logic [7:0]		SPI_Query;
logic [3:0]		SPI_Data_Addr;
logic [31:0]	SPI_Data;
logic				SPI_Data_WE;
assign clk = CLOCK_50;
logic internal_reset;
assign reset = ~KEY[0] | internal_reset;
assign {SPI_MOSI, SPI_CLK} = GPIO[23:22];
assign SPI_CE			   = GPIO[20];
assign GPIO[21] = (SPI_CE) ? 1'bz : SPI_MISO;
assign ENC_1A = GPIO[1];  
assign ENC_1B = GPIO[3];  
assign ENC_2A = GPIO[2];  
assign ENC_2B = GPIO[5];  
assign ODO_1A = GPIO[8];   
assign ODO_1B = GPIO[9];   
assign ODO_2A = GPIO[10];  
assign ODO_2B = GPIO[11];  
logic [7:0] address;
logic signed [15:0] left_speed, right_speed;
logic signed [31:0] left_ticks, right_ticks;
spi_slave spi(
	.SPI_CLK(SPI_CLK),
	.SPI_CS(SPI_CE),
	.SPI_MOSI(SPI_MOSI),
	.clk(clk),
	.SPI_MISO(SPI_MISO),
	.ToSend(SPI_To_Send),
	.Query(SPI_Query),
	.Ready(SPI_Ready),
	.DataAddr(SPI_Data_Addr),
	.Data(SPI_Data),
	.Data_WE(SPI_Data_WE),
    );
    EncoderSpeed left_encoder_speed (
        .CLOCK_50(clk), .reset(reset), 
        .encoder_a(ENC_1A), .encoder_b(ENC_1B), 
        .speed(left_speed)
    );
    EncoderSpeed right_encoder_speed (
        .CLOCK_50(clk), .reset(reset), 
        .encoder_a(ENC_2A), .encoder_b(ENC_2B), 
        .speed(right_speed)
    );
    Odometer left_odometer (
        .CLOCK_50(clk), .reset(reset), 
        .encoder_a(ODO_1A), .encoder_b(ODO_1B), 
        .tick_count(left_ticks)
    );
    Odometer right_odometer (
        .CLOCK_50(clk), .reset(reset), 
        .encoder_a(ODO_2A), .encoder_b(ODO_2B), 
        .tick_count(right_ticks)
    );
always_ff @(posedge SPI_Ready) begin
    case (SPI_Query)
        8'h10: SPI_To_Send <= left_speed;
        8'h11: SPI_To_Send <= -right_speed;
        8'h12: SPI_To_Send <= -left_ticks;
        8'h13: SPI_To_Send <= right_ticks;
        8'h7F: ;  
        default: SPI_To_Send <= SPI_To_Send;  
    endcase
end
always_ff @(posedge clk) begin
    if (SPI_Query == 8'h7F) begin
        internal_reset <= 1;
    end else begin
        internal_reset <= 0;
    end
end
assign LED = right_ticks[7:0];
endmodule
File: /design/flow/run.sh
#!/bin/bash
# OpenROAD 26Q1-2900-gdf79404cd8, Yosys 0.63+post, stock flow scripts
make -C /OpenROAD-flow-scripts/flow DESIGN_CONFIG=/design/flow/config.mk WORK_HOME=/design/flow/orfs finish
==> out/metrics.yaml <==
synth-seq-cells: 294
dp_hpwl_mm: 27.15
top_area_share_pct: 28.76
synth_area_sq_um: 16700
lastStage: "4_1_cts"
yosys.cell_count.top_type: "nor2_1"
status: "aborted with a tool error"
cts_root_buf: "clkbuf_16"
edf_count: 48
ff_type: "dfrtp_1"
cts_made_buffers: 31
cts_hold_buffers: 2
die_x_um: 184.8
error: "[error] [KeplerFormal.cpp:679] Workflow failed: Iso has multiple drivers: .GPIO21, GPIO[21]$_SDFFE_PP0P_.Q0"
synth_seq_share_pct: 43.86
synth_top_cell_by_area: "dfrtp_1"
clock_tree.buffer_depth: 3
place_ws_ns: -0.5665
post_cts_buffers: 35
synthArstFlopShare_pct: 65.31
yosysWarnings: 18
ys_types: 73
die_y_um: 184.8
untimed_endpoints: 97
gp_congestion: 0.9055
num_rows: 66
placed_area_sq_um: 19710
synth-area-yosys_sq_um: 16700
ctsResizeCount: 93
unclocked_regs: 32
common_cells: "nor2_1 (207), dfrtp_1 (192), nand2_1 (178)"
fp_util_pct: 51.08
cts.htree.levels: 1
syn_avg_cell_area_sq_um: 9.481
place.port_buffers: 9
netlist_instances: 1762
ys_cells: 1762
yosys-top-cells-area: "dfrtp_1 (29%), edfxtp_1 (8.6%), ha_1 (7.4%), dfxtp_1 (6.5%), a21oi_1 (4.7%)"
io_pins: 51
cells by family after synthesis:
kind of cell	synth area share (%)
xor gates and xnor gates	8.913
buffers and inverters	2.921
other	0.02245
AOI/OAI and AO/OA	16.07
DFF	43.86
muxes	4.224
adders and majority gates	7.895
and+or+nand+nor	16.09
through the flow:
step	total power, uW	std cells	utilization (%)
after global placement	14920	2397	60.27
after floorplan	11280	1790	-
after detailed placement	14990	2397	60.27
Power is estimated from default activity; no workload was simulated.
